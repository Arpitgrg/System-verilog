### flow/run.sh
#!/bin/bash
# OpenROAD 26Q1-2900-gdf79404cd8, Yosys 0.63+post, stock flow scripts
make -C /OpenROAD-flow-scripts/flow DESIGN_CONFIG=/design/flow/config.mk WORK_HOME=/design/flow/orfs finish
### flow/config.mk
export PLATFORM = sky130hd
export DESIGN_NAME = decoder_4to16
export DESIGN_NICKNAME = decoder_4to16
export VERILOG_FILES = /design/flow/design.v
export SDC_FILE = /design/flow/constraint.sdc
export NUM_CORES = 4
export LEC_CHECK = 1
export CORE_AREA = 10 10 70 70
export DIE_AREA = 0 0 80 80
### flow/constraint.sdc
current_design decoder_4to16

set clk_period 1.1
set clk_io_pct 0.2

create_clock -name clk0 -period $clk_period

set non_clock_inputs [all_inputs -no_clocks]
set_input_delay [expr $clk_period * $clk_io_pct] -clock clk0 $non_clock_inputs
set_output_delay [expr $clk_period * $clk_io_pct] -clock clk0 [all_outputs]
### flow/design.v
`timescale 1ns / 1ps
module decoder_4to16(
                     input [3:0] sel_in,
                     input en_in,
                     output logic [15:0] out);
assign out= ~((!en_in) ? (1 << sel_in) : 'b0);
endmodule
==> qor.csv <==
stage,metric,value,unit
run_status,outcome,finished with violations,
run_status,failing checks,setup timing,
floorplanning,die height,80,um
floorplanning,io pins,21,
setup_path,CP Max Fanout,4,
final_timing,accumulated negative setup slack,-0.0611,ns
drt,drc violations,0,
final_timing,Final Hold Violation Tally,0,
setup_path,worst path required time,0.88,ns
power,P_sw,53.9,uW
synth,"count leader, synth",nand2_1,
synth,number of cells in Yosys stat,23,
drt,Initial DRC Count,4,
drt,Antenna Cells,0,
power,Leak Pwr,0.223,nW
synth,cell type with the largest total area,nand2_1,
grt,largest net degree at the start of global routing,6,
power,share of total power in sequential cells,0,%
final_layout,CLK BUF,0,
grt,first-pass GRT wire length,1.48,mm
power,Logic pwr share,100.0,%
place,Detail Placement HPWL,723,um
final_timing,Hold Slack,0.669,ns
power,Worst IR Drop VDD,0.0359,mV
synth,Yosys warning count,0,
final_layout,fillers,379,
floorplanning,die area,6400,um^2
floorplanning,die width,80,um
drt,post-route ant nets,0,
drt,per-cell routed wire length,10.0,um
final_timing,crit path time final,1.15,ns
power,Power Dens Cells,259,nW/um^2
min_path,WHS Path Cells,3,
final_timing,FMAX,0.871,GHz
setup_path,Startpoint Class,primary input,
floorplanning,# rows,21,
final_timing,Final WS setup,-0.0475,ns
final_timing,Worst Tran Pin Value,0.197,ns
final_layout,layout cell share with drive strength beyond 1,83.3,%
synth,Syn Area/Cell,5.55,um^2
power,Design Power,142,uW
power,Internal,87.8,uW
drt,Vias,319,
place,input/output buffers,21,
final_layout,FF/Latch Area,0,um^2
power,switch share,38.0,%
place,placed cell count,92,
setup_path,critical path class,primary input to primary output,
synth,YS chip area,128,um^2
synth,"Seq share, synth",0,%
synth,distinct lib cells,7,
drt,WL final,1.06,mm
synth,"top cells by count, synth","nand2_1 (12), nand3_1 (4), and2b_1 (2), nor3b_2 (2)",
final_layout,Layout Cells excl Fill,106,
min_path,Hold/Removal Path Class,primary input to primary output,
final_timing,period utilization,104,%
drt,via/cell ratio,3.01,
final_timing,setup violators final,2,
grt,vias in the first global route,307,
setup_path,Worst setup EP type,primary output,
grt,Tot GR Track Use,2.75,%
setup_path,"Arr. time, crit path",0.93,ns
grt,initial antenna violation count,0,
run,tool warnings,34,
floorplanning,fp_density,3.74,%
synth,Dominant cell area share,35.3,%
power,Clock power frac,0,%
final_layout,area grow syn2layout,329,%
final_timing,relative slew slack,86.8,%
final_layout,flop count,0,
grt,GRT overflow,0,
final_timing,max-slew violation count,0,
final_layout,final design utilization,16.0,%
final_timing,RSZ-0062 raised after global routing,yes,
synth,Mapped Area,128,um^2
place,gpl congestion,0.736,
synth,Post-Synthesis Cells,23,
synth,Area contributors post-synth,"nand2_1 (35%), nor3b_2 (20%), nand3_1 (16%)",
floorplanning,CORE AREA,3420,um^2
run,Max-Cap Viols,0,
drt,Pre-antenna DRT Iters,2,
## area by class of cell
type | count | area [um^2] | share of cell area, %
tap | 46 | 57.6 | 10.5
timing repair buffer | 37 | 313 | 57.1
multi-input combinational | 23 | 178 | 32.4
## per-stage QoR
stage | setup slack, ns | instance area (um^2)
floorplan | 0.360 | 128
global placement | -0.777 | 410
detailed placement | -0.775 | 410
CTS | -0.121 | 500
global route | -0.0792 | 548
finish | -0.0475 | 548
## power groups by stage
stage | registers [mW] | clock network (mW) | logic, mW
after CTS | 0 | 0 | 0.118
after global routing | 0 | 0 | 0.151
final | 0 | 0 | 0.142
## worst max-delay path, cell delays in order
cell and delay, ns:
buf_8 0.10, buf_6 0.11, buf_12 0.12, nor2_4 0.11, buf_4 0.12, nand2_1 0.04, buf_2 0.11
## kinds of logic after synthesis
family,count (synthesis),share of synthesized area [%]
simple gates,23,100
## path summary, 6_finish.rpt
kind / start / endpoint / slack (ns)
worst max-delay path: sel_in[3] / out[0] / -0.05
worst min-delay path: sel_in[3] / out[15] / 0.67
## cells in the final DEF, fill, tap and decap left out
cell      netlist  routed
nand2_2         0       7
and3b_2         0       1
and2b_1         2       2
nor2_4          0       1
nor3b_4         0       2
clkbuf_2        0       6
nor3_4          0       1
buf_8           0       2
buf_4           0       6
buf_12          0       2
nand3_1         4       3
buf_2           0      11
buf_6           0      10
nand3_2         0       1
nand2_1        12       5
## repair_timing
item                       CTS  global route
buffers inserted            12             2
gates resized               78            26
hold buffers                 0             0
hold endpoints to repair     0             0
pin swaps                   12             4
setup endpoints to repair   16            16
## metal layers
metal / track usage (%) / part of all wire, % / vias to the layer above
li1: - / - / 156
met1: 2.84 / 35 / 149
met3: 1.36 / 14 / 0
met5: 0 / 0 / -
met4: 0 / 0 / 0
met2: 5.14 / 51 / 14
Power and IR drop assume default switching activity.
